File: design/flow/config.mk
export PLATFORM = sky130hd
export DESIGN_NAME = RTST_A32
export DESIGN_NICKNAME = RTST_A32
export VERILOG_FILES = /design/flow/design.v
export SDC_FILE = /design/flow/constraint.sdc
export NUM_CORES = 4
export LEC_CHECK = 1
export CORE_AREA = 10 10 110 110
export DIE_AREA = 0 0 120 120
File: design/flow/constraint.sdc
current_design RTST_A32

set clk_period 5.4
set clk_io_pct 0.2

create_clock -name clk0 -period $clk_period

set non_clock_inputs [all_inputs -no_clocks]
set_input_delay [expr $clk_period * $clk_io_pct] -clock clk0 $non_clock_inputs
set_output_delay [expr $clk_period * $clk_io_pct] -clock clk0 [all_outputs]
File: design/flow/design.v
`timescale 1ns / 1ps
module MUX161(
    input [15:0] A,
    input [3:0] S,
    output C
    );
	 wire T1, T2;
	 MUX81 G1(A[7:0], S[2:0], T1);
	 MUX81 G2(A[15:8], S[2:0], T2);
	 MUX21 G3({T2, T1}, S[3], C);
endmodule
`timescale 1ns / 1ps
module MUX21(
    input [1:0] A,
    input S,
    output C
    );
	 wire T1, T2, T3;
	 not G1(T1, S);
	 and G2(T2, A[0], T1);
	 and G3(T3, A[1], S);
	 or G4(C, T2, T3);
endmodule
`timescale 1ns / 1ps
module MUX41(
    input [3:0] A,
    input [1:0] S,
    output C
    );
	 wire T1, T2;
	 MUX21 G1(A[1:0], S[0], T1);
	 MUX21 G2(A[3:2], S[0], T2);
	 MUX21 G3({T2, T1}, S[1], C);
endmodule
`timescale 1ns / 1ps
module MUX81(
    input [7:0] A,
    input [2:0] S,
    output C
    );
	 wire T1, T2;
	 MUX41 G1(A[3:0], S[1:0], T1);
	 MUX41 G2(A[7:4], S[1:0], T2);
	 MUX21 G3({T2, T1}, S[2], C);
endmodule
`timescale 1ns / 1ps
module MUX321(
    input [31:0] A,
    input [4:0] S,
    output C
    );
	 wire T1, T2;
	 MUX161 M1(A[31:16], S[3:0], T1);
	 MUX161 M2(A[15:0], S[3:0], T2);
	 MUX21 M3({T1, T2}, S[4], C);
endmodule
`timescale 1ns / 1ps
module RTST_A32(
    input [31:0] A,
    input [31:0] B,
    output [31:0] C
    );
	 wire overflow;
	 wire [4:0] SEL;
	 assign SEL = B[4:0];
	 wire [31:0] S;
	 or over(overflow, B[31], B[30], B[29], B[28], B[27], B[26], B[25], B[24], B[23], B[22], B[21], B[20], B[19], B[18], B[17], B[16], B[15], B[14], B[13], B[12], B[11], B[10], B[9], B[8], B[7], B[6], B[5]); 
    genvar i;
	 generate
	     for(i = 31; i >= 0; i = i - 1) begin
		     MUX321 M({{(i){A[31]}}, A[31:i]}, SEL, S[i]);
		  end
	 endgenerate
	 genvar j;
	 generate
	     for(j = 31; j >= 0; j = j - 1) begin
		     MUX21 N({A[31], S[j]}, overflow, C[j]);
		  end
	 endgenerate
endmodule
File: design/flow/run.sh
#!/bin/bash
# OpenROAD 26Q1-2900-gdf79404cd8, Yosys 0.63+post, stock flow scripts
make -C /OpenROAD-flow-scripts/flow DESIGN_CONFIG=/design/flow/config.mk WORK_HOME=/design/flow/orfs finish
==> impl_metrics.env <==
# implementation run metrics
export IMPL_status="finished, final reports clean"
export IMPL_io_pins=96
export IMPL_gp_congestion=0.907
export IMPL_first_iter_violations=117
export IMPL_overflow=0
export IMPL_ys_types=43
export IMPL_ctsHoldBuffers=0
export IMPL_postCtsSetupRepairBufs=0
export IMPL_top_area_cell="mux4_2"
export IMPL_grt_util_all_layers=0.111
export IMPL_wirelength_um=8240
export IMPL_grt_max_degree=33
export IMPL_vias=2333
export IMPL_postSynthSeqShare=0
export IMPL_synth_area_per_cell_um2=8.13
export IMPL_chipArea_um2=14400
export IMPL_fp_util=0.231
export IMPL_ys_cells=278
export IMPL_drv_cap=0
export IMPL_fin_crit_sh=0.893
export IMPL_power_density_nw_per_um2=80.7
export IMPL_log_warning_count=32
export IMPL_antenna_diode_count=0
export IMPL_rsz0062_at_grt="no"
export IMPL_end_kind="output port"
export IMPL_ys_top_cells_by_area="mux4_2 23%, buf_4 11%, mux2i_1 9.3%"
export IMPL_yosys_warnings=0
export IMPL_dpl_cell_count=459
export IMPL_drive_gt1_frac=0.156
export IMPL_holdCritPathClass="in2out"
export IMPL_post_route_min_period_ns=4.82
export IMPL_cts_repair_resized=0
export IMPL_worstMarginPinSlew_ns=0.757
export IMPL_area_growth_pct=35.2
export IMPL_fin_cells=459
export IMPL_critPathArrivalTime_ns=3.74
export IMPL_wl_per_cell_um=17.9
export IMPL_finalHoldViolCount=0
export IMPL_netlist_area_um2=2260
export IMPL_finalSetupTns_ns=0
export IMPL_setup_viol=0
export IMPL_seq_area_um2=0
export IMPL_first_global_vias=2500
export IMPL_hold_start="A[31]"
export IMPL_holdPathStages=3
export IMPL_die_w_um=120
export IMPL_path_max_fanout=21
export IMPL_placementRows=36
export IMPL_port_buffers=96
export IMPL_fmax_ghz=0.207
export IMPL_yosys_area_top_type_share=0.229
export IMPL_synth_cells=278
export IMPL_worstSetupStartpointType="primary input"
export IMPL_ant_nets=0
export IMPL_hpwl_um=7090
export IMPL_ys_area_um2=2260
export IMPL_cp_data_required_time_ns=4.32
export IMPL_peakVddDrop_mv=0.0386
export IMPL_min_to="C[31]"
export IMPL_antenna_found_initial=0
export IMPL_drtPass1Iterations=4
export IMPL_relSlewSlack=0.495
export IMPL_maxSlewViolCount=0
export IMPL_crit_type="in2out"
export IMPL_nClkBuffers=0
export IMPL_fp_coreArea_um2=9770
export IMPL_via_per_inst=5.08
export IMPL_drcViolationCount=0
export IMPL_leakage_nw=1.10
export IMPL_flop_count=0
export IMPL_die_h_um=120
export IMPL_grt_pass1_wl_um=13200
## cell usage after synthesis (2+ instances only)
library cell	number
a22oi_1	2
o21ai_1	4
mux4_1	6
inv_1	3
nor4_1	6
buf_2	11
o31ai_1	3
nor2_1	26
and3_1	2
o211ai_1	5
nand3_1	6
buf_6	3
nand2_1	38
clkbuf_1	7
o221ai_1	7
o21ai_0	12
a31o_2	2
buf_4	34
mux2i_1	21
o311ai_0	2
mux4_2	23
mux2_2	13
nor3_1	3
a211o_1	2
a21oi_1	19
## cells in the final DEF (no fill, tap or decap), drive strengths merged, types with 2 or more instances in the layout
cell           instances
o221ai                 7
a31o                   2
nand2                 39
a211o                  2
and3                   2
a22oi                  2
nand3                  6
a21oi                 19
inv                    3
o31ai                  3
clkdlybuf4s50         95
nor3                   4
mux2                  13
o21ai                 17
nor4                   6
mux2i                 21
mux4                  29
nor2                  26
buf                   10
o211ai                 5
o311ai                 2
## layer usage
layer	up-vias	GRT usage	routed length (um)	part of all wire
li1	1140	-	-	-
met1	1074	0.150	3780	0.46
met2	119	0.167	3480	0.42
met3	0	0.0581	982	0.12
met5	-	0	0	0
met4	0	0.000754	0	0
## where the power goes
group / internal (mW) / total [mW] / leakage, nW / switching (mW)
sequential: 0 / 0 / 0 / 0
combinational: 0.137 / 0.247 / 1.10 / 0.110
clock: 0 / 0 / 0 / 0
## how the worst max path moves through the flow
stage | cells after the start | to | start
final | 7 | C[0] | B[19]
after global routing | 7 | C[0] | B[19]
after CTS | 7 | C[0] | B[14]
## worst max-delay path: stages
cell	delay, ns
clkdlybuf4s50_1	0.40
nor4_1	0.39
nand4_1	0.21
or3_1	0.69
a211o_1	0.36
o211ai_1	0.10
clkdlybuf4s50_1	0.52
## final cells by class
cell class	instances	area [um2]
fill	1025	6720
timing repair buffer	105	1020
inverter	4	15.0
tap	133	166
multi-input combinational	217	1850
## logic make-up after synthesis
| family | Yosys count | synth area share |
|---|---|---|
| and+or+nand+nor | 87 | 0.168 |
| AOI/OAI and AO/OA | 67 | 0.195 |
| muxes | 63 | 0.457 |
| buffers and inverters | 61 | 0.181 |
## through the flow
stage	setup slack, ns	utilization	cell area, um2	power [mW]	hold slack [ns]
5_1_grt	0.433	0.313	3060	0.269	3.29
3_5_place_dp	0.578	0.313	3060	0.246	3.24
6_report	0.579	0.313	3060	0.247	3.22
3_3_place_gp	0.632	0.313	3060	0.246	3.24
4_1_cts	0.584	0.313	3060	0.247	3.25
2_1_floorplan	1.74	-	2260	0.151	2.30
No activity file was given, so power comes from the tool's default toggle rates.
