==> design/flow/run.sh <==
#!/bin/bash
# OpenROAD 26Q1-2900-gdf79404cd8, Yosys 0.63+post, stock flow scripts
make -C /OpenROAD-flow-scripts/flow DESIGN_CONFIG=/design/flow/config.mk WORK_HOME=/design/flow/orfs finish
==> design/flow/config.mk <==
export PLATFORM = sky130hd
export DESIGN_NAME = LTST32
export DESIGN_NICKNAME = LTST32
export VERILOG_FILES = /design/flow/design.v
export SDC_FILE = /design/flow/constraint.sdc
export NUM_CORES = 4
export LEC_CHECK = 1
export CORE_UTILIZATION = 40
==> design/flow/constraint.sdc <==
current_design LTST32

set clk_period 3.4
set clk_io_pct 0.2

create_clock -name clk0 -period $clk_period

set non_clock_inputs [all_inputs -no_clocks]
set_input_delay [expr $clk_period * $clk_io_pct] -clock clk0 $non_clock_inputs
set_output_delay [expr $clk_period * $clk_io_pct] -clock clk0 [all_outputs]
==> design/flow/design.v <==
`timescale 1ns / 1ps
module MUX161(
    input [15:0] A,
    input [3:0] S,
    output C
    );
	 wire T1, T2;
	 MUX81 G1(A[7:0], S[2:0], T1);
	 MUX81 G2(A[15:8], S[2:0], T2);
	 MUX21 G3({T2, T1}, S[3], C);
endmodule
`timescale 1ns / 1ps
module MUX21(
    input [1:0] A,
    input S,
    output C
    );
	 wire T1, T2, T3;
	 not G1(T1, S);
	 and G2(T2, A[0], T1);
	 and G3(T3, A[1], S);
	 or G4(C, T2, T3);
endmodule
`timescale 1ns / 1ps
module MUX41(
    input [3:0] A,
    input [1:0] S,
    output C
    );
	 wire T1, T2;
	 MUX21 G1(A[1:0], S[0], T1);
	 MUX21 G2(A[3:2], S[0], T2);
	 MUX21 G3({T2, T1}, S[1], C);
endmodule
`timescale 1ns / 1ps
module MUX81(
    input [7:0] A,
    input [2:0] S,
    output C
    );
	 wire T1, T2;
	 MUX41 G1(A[3:0], S[1:0], T1);
	 MUX41 G2(A[7:4], S[1:0], T2);
	 MUX21 G3({T2, T1}, S[2], C);
endmodule
`timescale 1ns / 1ps
module LTST32(
    input [31:0] A,
    input [31:0] B,
    output [31:0] C
    );
	 wire overflow;
	 wire [4:0] SEL;
	 assign SEL = B[4:0];
	 wire [31:0] S;
	 or over(overflow, B[31], B[30], B[29], B[28], B[27], B[26], B[25], B[24], B[23], B[22], B[21], B[20], B[19], B[18], B[17], B[16], B[15], B[14], B[13], B[12], B[11], B[10], B[9], B[8], B[7], B[6], B[5]); 
      MUX321 M31({A[0], A[1], A[2], A[3], A[4], A[5], A[6], A[7], A[8], A[9], A[10], A[11], A[12], A[13], A[14], A[15], A[16], A[17], A[18], A[19], A[20], A[21], A[22], A[23], A[24], A[25], A[26], A[27], A[28], A[29], A[30], A[31]}, SEL, S[31]);
		MUX321 M30({1'b0, A[0], A[1], A[2], A[3], A[4], A[5], A[6], A[7], A[8], A[9], A[10], A[11], A[12], A[13], A[14], A[15], A[16], A[17], A[18], A[19], A[20], A[21], A[22], A[23], A[24], A[25], A[26], A[27], A[28], A[29], A[30]}, SEL, S[30]);
		MUX321 M29({2'b0, A[0], A[1], A[2], A[3], A[4], A[5], A[6], A[7], A[8], A[9], A[10], A[11], A[12], A[13], A[14], A[15], A[16], A[17], A[18], A[19], A[20], A[21], A[22], A[23], A[24], A[25], A[26], A[27], A[28], A[29]}, SEL, S[29]);
		MUX321 M28({3'b0, A[0], A[1], A[2], A[3], A[4], A[5], A[6], A[7], A[8], A[9], A[10], A[11], A[12], A[13], A[14], A[15], A[16], A[17], A[18], A[19], A[20], A[21], A[22], A[23], A[24], A[25], A[26], A[27], A[28]}, SEL, S[28]);
		MUX321 M27({4'b0, A[0], A[1], A[2], A[3], A[4], A[5], A[6], A[7], A[8], A[9], A[10], A[11], A[12], A[13], A[14], A[15], A[16], A[17], A[18], A[19], A[20], A[21], A[22], A[23], A[24], A[25], A[26], A[27]}, SEL, S[27]);
		MUX321 M26({5'b0, A[0], A[1], A[2], A[3], A[4], A[5], A[6], A[7], A[8], A[9], A[10], A[11], A[12], A[13], A[14], A[15], A[16], A[17], A[18], A[19], A[20], A[21], A[22], A[23], A[24], A[25], A[26]}, SEL, S[26]);
		MUX321 M25({6'b0, A[0], A[1], A[2], A[3], A[4], A[5], A[6], A[7], A[8], A[9], A[10], A[11], A[12], A[13], A[14], A[15], A[16], A[17], A[18], A[19], A[20], A[21], A[22], A[23], A[24], A[25]}, SEL, S[25]);
		MUX321 M24({7'b0, A[0], A[1], A[2], A[3], A[4], A[5], A[6], A[7], A[8], A[9], A[10], A[11], A[12], A[13], A[14], A[15], A[16], A[17], A[18], A[19], A[20], A[21], A[22], A[23], A[24]}, SEL, S[24]);
		MUX321 M23({8'b0, A[0], A[1], A[2], A[3], A[4], A[5], A[6], A[7], A[8], A[9], A[10], A[11], A[12], A[13], A[14], A[15], A[16], A[17], A[18], A[19], A[20], A[21], A[22], A[23]}, SEL, S[23]);
		MUX321 M22({9'b0, A[0], A[1], A[2], A[3], A[4], A[5], A[6], A[7], A[8], A[9], A[10], A[11], A[12], A[13], A[14], A[15], A[16], A[17], A[18], A[19], A[20], A[21], A[22]}, SEL, S[22]);
		MUX321 M21({10'b0, A[0], A[1], A[2], A[3], A[4], A[5], A[6], A[7], A[8], A[9], A[10], A[11], A[12], A[13], A[14], A[15], A[16], A[17], A[18], A[19], A[20], A[21]}, SEL, S[21]);
		MUX321 M20({11'b0, A[0], A[1], A[2], A[3], A[4], A[5], A[6], A[7], A[8], A[9], A[10], A[11], A[12], A[13], A[14], A[15], A[16], A[17], A[18], A[19], A[20]}, SEL, S[20]);
		MUX321 M19({12'b0, A[0], A[1], A[2], A[3], A[4], A[5], A[6], A[7], A[8], A[9], A[10], A[11], A[12], A[13], A[14], A[15], A[16], A[17], A[18], A[19]}, SEL, S[19]);
		MUX321 M18({13'b0, A[0], A[1], A[2], A[3], A[4], A[5], A[6], A[7], A[8], A[9], A[10], A[11], A[12], A[13], A[14], A[15], A[16], A[17], A[18]}, SEL, S[18]);
		MUX321 M17({14'b0, A[0], A[1], A[2], A[3], A[4], A[5], A[6], A[7], A[8], A[9], A[10], A[11], A[12], A[13], A[14], A[15], A[16], A[17]}, SEL, S[17]);
		MUX321 M16({15'b0, A[0], A[1], A[2], A[3], A[4], A[5], A[6], A[7], A[8], A[9], A[10], A[11], A[12], A[13], A[14], A[15], A[16]}, SEL, S[16]);
		MUX321 M15({16'b0, A[0], A[1], A[2], A[3], A[4], A[5], A[6], A[7], A[8], A[9], A[10], A[11], A[12], A[13], A[14], A[15]}, SEL, S[15]);
		MUX321 M14({17'b0, A[0], A[1], A[2], A[3], A[4], A[5], A[6], A[7], A[8], A[9], A[10], A[11], A[12], A[13], A[14]}, SEL, S[14]);
		MUX321 M13({18'b0, A[0], A[1], A[2], A[3], A[4], A[5], A[6], A[7], A[8], A[9], A[10], A[11], A[12], A[13]}, SEL, S[13]);
		MUX321 M12({19'b0, A[0], A[1], A[2], A[3], A[4], A[5], A[6], A[7], A[8], A[9], A[10], A[11], A[12]}, SEL, S[12]);
		MUX321 M11({20'b0, A[0], A[1], A[2], A[3], A[4], A[5], A[6], A[7], A[8], A[9], A[10], A[11]}, SEL, S[11]);
		MUX321 M10({21'b0, A[0], A[1], A[2], A[3], A[4], A[5], A[6], A[7], A[8], A[9], A[10]}, SEL, S[10]);
		MUX321 M9({22'b0, A[0], A[1], A[2], A[3], A[4], A[5], A[6], A[7], A[8], A[9]}, SEL, S[9]);
		MUX321 M8({23'b0, A[0], A[1], A[2], A[3], A[4], A[5], A[6], A[7], A[8]}, SEL, S[8]);
		MUX321 M7({24'b0, A[0], A[1], A[2], A[3], A[4], A[5], A[6], A[7]}, SEL, S[7]);
		MUX321 M6({25'b0, A[0], A[1], A[2], A[3], A[4], A[5], A[6]}, SEL, S[6]);
		MUX321 M5({26'b0, A[0], A[1], A[2], A[3], A[4], A[5]}, SEL, S[5]);
		MUX321 M4({27'b0, A[0], A[1], A[2], A[3], A[4]}, SEL, S[4]);
		MUX321 M3({28'b0, A[0], A[1], A[2], A[3]}, SEL, S[3]);
		MUX321 M2({29'b0, A[0], A[1], A[2]}, SEL, S[2]);
		MUX321 M1({30'b0, A[0], A[1]}, SEL, S[1]);
		MUX321 M0({31'b0, A[0]}, SEL, S[0]);
		 MUX21 N31 ({1'b0, S[31]}, overflow, C[31]);
		 MUX21 N30 ({1'b0, S[30]}, overflow, C[30]);
		 MUX21 N29 ({1'b0, S[29]}, overflow, C[29]);
		 MUX21 N28 ({1'b0, S[28]}, overflow, C[28]);
		 MUX21 N27 ({1'b0, S[27]}, overflow, C[27]);
		 MUX21 N26 ({1'b0, S[26]}, overflow, C[26]);
		 MUX21 N25 ({1'b0, S[25]}, overflow, C[25]);
		 MUX21 N24 ({1'b0, S[24]}, overflow, C[24]);
		 MUX21 N23 ({1'b0, S[23]}, overflow, C[23]);
		 MUX21 N22 ({1'b0, S[22]}, overflow, C[22]);
		 MUX21 N21 ({1'b0, S[21]}, overflow, C[21]);
		 MUX21 N20 ({1'b0, S[20]}, overflow, C[20]);
		 MUX21 N19 ({1'b0, S[19]}, overflow, C[19]);
		 MUX21 N18 ({1'b0, S[18]}, overflow, C[18]);
		 MUX21 N17 ({1'b0, S[17]}, overflow, C[17]);
		 MUX21 N16 ({1'b0, S[16]}, overflow, C[16]);
		 MUX21 N15 ({1'b0, S[15]}, overflow, C[15]);
		 MUX21 N14 ({1'b0, S[14]}, overflow, C[14]);
		 MUX21 N13 ({1'b0, S[13]}, overflow, C[13]);
		 MUX21 N12 ({1'b0, S[12]}, overflow, C[12]);
		 MUX21 N11 ({1'b0, S[11]}, overflow, C[11]);
		 MUX21 N10 ({1'b0, S[10]}, overflow, C[10]);
		 MUX21 N9  ({1'b0, S[9]},  overflow, C[9]);
		 MUX21 N8  ({1'b0, S[8]},  overflow, C[8]);
		 MUX21 N7  ({1'b0, S[7]},  overflow, C[7]);
		 MUX21 N6  ({1'b0, S[6]},  overflow, C[6]);
		 MUX21 N5  ({1'b0, S[5]},  overflow, C[5]);
		 MUX21 N4  ({1'b0, S[4]},  overflow, C[4]);
		 MUX21 N3  ({1'b0, S[3]},  overflow, C[3]);
		 MUX21 N2  ({1'b0, S[2]},  overflow, C[2]);
		 MUX21 N1  ({1'b0, S[1]},  overflow, C[1]);
		 MUX21 N0  ({1'b0, S[0]},  overflow, C[0]);
endmodule
`timescale 1ns / 1ps
module MUX321(
    input [31:0] A,
    input [4:0] S,
    output C
    );
	 wire T1, T2;
	 MUX161 M1(A[31:16], S[3:0], T1);
	 MUX161 M2(A[15:0], S[3:0], T2);
	 MUX21 M3({T1, T2}, S[4], C);
endmodule
==> flow_summary.ini <==
; implementation run metrics
[synth]
yosys.stat.seqShare = 0
ys_top_cells_by_count = sky130_fd_sc_hd__buf_4, sky130_fd_sc_hd__nor2_1, sky130_fd_sc_hd__mux2i_1
yosysWarningCount = 0
netlist_area_sq_mm = 0.00217
post_synth.cell_area_avg_sq_um = 7.83
synth.top_cell.area_share = 0.176
syn-instance-count = 277
yosys-stat-cells = 277
ys_top_cells_by_area = sky130_fd_sc_hd__mux4_2, sky130_fd_sc_hd__buf_4, sky130_fd_sc_hd__mux2i_1
synth.distinct_cells = 51
synth_top_cell_by_count = sky130_fd_sc_hd__buf_4
yosys.area.top_type = sky130_fd_sc_hd__mux4_2
ys_chip_area_sq_mm = 0.00217

[floorplan]
die.size.x_microns = 75.6
floorplan.die.height_microns = 75.6
die_area_sq_mm = 0.00572
i_o_pin_count = 96
floorplanUtilization = 0.419
site_row_count = 26
coreArea_sq_mm = 0.00517

[global_routing]
grt_pass1_vias = 2372
grt_first_pass_wirelength_mm = 12.0
gr-total-overflow = 0
grt_usage = 0.289
pin_count_of_the_biggest_net_entering_global_routing = 27
grt_antenna_before_repair = 0

[routing]
met3RoutedLength_microns = 505
m1WireLength_mm = 3.92
drc = 0
routed-wl-met2_mm = 3.68
top_layer = met4
drtPass1Iterations = 4
detail-route-antenna-nets = 0
route.vias.total = 2699
detail_route.antenna_diodes = 0
post_detailed_route_wirelength_per_cell_microns = 17.6
avgViaCountPerCell = 5.74
finalWirelength_mm = 8.27
drt_iter0_markers = 178

[hold_path]
worstHoldPathType = in2out
hold-path-cell-count = 5

[cells_and_area]
area.sequential_sq_um = 0
drive_above_1_share = 0.465
area_growth_pct = 81.5
final-instance-count-excl-fill = 470
final-comb-area_sq_mm = 0.00213
layout.sequential_cells = 0
fillerInstances = 343
finish.utilization = 0.761
clock_buffers = 0

[sta]
final.hold.worst_slack_ns = 2.00
rsz0062_at_grt = yes
timing_hold_violations_final = 0
setup_total_negative_slack_ns = 0
worst-slew-pin-transition_ns = 0.451
finalWorstPathRequiredPeriod_ns = 3.33
final_min_period_over_clock_period = 0.979
maximum_operating_frequency_ghz = 0.301
timing.final.setup_violations = 0
slew_viol_final = 0
timing.slew.headroom = 0.691

[pwr]
power.static_leakage_nw = 1.81
powerDensity_mw_per_mm2 = 118
peakVddDrop_uv = 102
power.total_w = 0.000465

[clocking]
cts-hold-fix-buffers = 0

[critical_path]
timing.setup.critical_path_class = in2out
crit_path_start_kind = primary input
worstSetupEndpointType = output port
required_worst_endpoint_ns = 2.72
worstPathMaxFanout = 3
cp_data_arrival_time_ns = 2.65

[placed_design]
dp.cells = 449
dpl.hpwl_mm = 6.16
port_buffer_count = 96
rd_place_congestion = 0.942

[flow_run]
cap_violations = 0
stage_log_warnings = 35

[run_status]
run_status = finished clean
[through the flow]
step / worst slack [ns] / instance area [sq um]
floorplan: 0.556 / 2170
global placement: -0.419 / 3370
detailed placement: -0.457 / 3370
CTS: -0.118 / 3620
global route: -0.0455 / 3940
finish: 0.0724 / 3940
[layout by cell type (no fill, tap or decap), types with 3 or more instances in the layout]
master,count
sky130_fd_sc_hd__mux2_2,7
sky130_fd_sc_hd__nor4_2,3
sky130_fd_sc_hd__nor2_1,24
sky130_fd_sc_hd__buf_4,64
sky130_fd_sc_hd__nand3b_1,3
sky130_fd_sc_hd__o22ai_1,12
sky130_fd_sc_hd__mux2i_2,7
sky130_fd_sc_hd__nor2_2,4
sky130_fd_sc_hd__dlygate4sd2_1,20
sky130_fd_sc_hd__nand2_1,18
sky130_fd_sc_hd__clkdlybuf4s50_1,35
sky130_fd_sc_hd__nor3_2,3
sky130_fd_sc_hd__nand3_1,6
sky130_fd_sc_hd__a22oi_1,3
sky130_fd_sc_hd__a221oi_2,3
sky130_fd_sc_hd__mux4_2,17
sky130_fd_sc_hd__dlymetal6s2s_1,25
sky130_fd_sc_hd__clkdlybuf4s15_1,5
sky130_fd_sc_hd__mux2i_1,18
sky130_fd_sc_hd__a211oi_2,9
sky130_fd_sc_hd__nand2b_1,4
sky130_fd_sc_hd__a21oi_2,6
sky130_fd_sc_hd__nor2b_1,5
sky130_fd_sc_hd__buf_12,7
sky130_fd_sc_hd__buf_2,7
sky130_fd_sc_hd__mux2_4,8
sky130_fd_sc_hd__a21oi_1,6
sky130_fd_sc_hd__o21ai_0,4
sky130_fd_sc_hd__nor4_4,4
sky130_fd_sc_hd__clkbuf_2,4
sky130_fd_sc_hd__buf_6,6
[layer usage]
metal | vias up | track usage
met2 | 119 | 0.453
met5 | - | 0
met3 | 14 | 0.0121
met1 | 1274 | 0.459
li1 | 1292 | -
met4 | 0 | 0.0473
[what timing repair did]
action / 4_1_cts / 5_1_grt
setup buffers: 16 / 4
pin swaps: 22 / 16
gates resized: 88 / 90
setup endpoints to repair: 32 / 32
cloned: 1 / 1
[layout make-up]
| type | instances | share of cell area |
|---|---|---|
| inverters | 4 | 0.00572 |
| well taps | 70 | 0.0222 |
| repair buffers | 176 | 0.432 |
| multi-input cells | 220 | 0.541 |
[final timing paths]
| kind | startpoint | slack [ns] | end |
|---|---|---|---|
| min | B[2] | 2.00 | C[2] |
| max | A[14] | 0.07 | C[26] |
[where the power goes]
part,total (W),internal [W],switching [W],leakage (nW)
Combinational,0.000465,0.000251,0.000214,1.81
Sequential,0,0,0,0
Clock,0,0,0,0
Total,0.000465,0.000251,0.000214,1.81
[kinds of logic (layout without fill, tap and decap cells)]
logic type      count (synthesis)  count (layout)  share of synthesized area
compound gates                 67              67                      0.232
buf+inv                        57             180                      0.174
mux                            57              57                      0.373
simple gates                   96              96                      0.221
[critical path: stages]
cell and delay [ns]:
sky130_fd_sc_hd__clkdlybuf4s50_1 0.49, sky130_fd_sc_hd__mux2_2 0.20, sky130_fd_sc_hd__o22ai_1 0.12, sky130_fd_sc_hd__o21a_1 0.20, sky130_fd_sc_hd__a311o_1 0.35, sky130_fd_sc_hd__a21oi_2 0.15, sky130_fd_sc_hd__clkdlybuf4s50_1 0.47
Power is estimated from default activity; no workload was simulated.
