==> flow/design.v <==
`timescale 1ns / 1ps
module MUX161(
    input [15:0] A,
    input [3:0] S,
    output C
    );
	 wire T1, T2;
	 MUX81 G1(A[7:0], S[2:0], T1);
	 MUX81 G2(A[15:8], S[2:0], T2);
	 MUX21 G3({T2, T1}, S[3], C);
endmodule
`timescale 1ns / 1ps
module MUX21(
    input [1:0] A,
    input S,
    output C
    );
	 wire T1, T2, T3;
	 not G1(T1, S);
	 and G2(T2, A[0], T1);
	 and G3(T3, A[1], S);
	 or G4(C, T2, T3);
endmodule
`timescale 1ns / 1ps
module MUX41(
    input [3:0] A,
    input [1:0] S,
    output C
    );
	 wire T1, T2;
	 MUX21 G1(A[1:0], S[0], T1);
	 MUX21 G2(A[3:2], S[0], T2);
	 MUX21 G3({T2, T1}, S[1], C);
endmodule
`timescale 1ns / 1ps
module MUX81(
    input [7:0] A,
    input [2:0] S,
    output C
    );
	 wire T1, T2;
	 MUX41 G1(A[3:0], S[1:0], T1);
	 MUX41 G2(A[7:4], S[1:0], T2);
	 MUX21 G3({T2, T1}, S[2], C);
endmodule
`timescale 1ns / 1ps
module MUX321(
    input [31:0] A,
    input [4:0] S,
    output C
    );
	 wire T1, T2;
	 MUX161 M1(A[31:16], S[3:0], T1);
	 MUX161 M2(A[15:0], S[3:0], T2);
	 MUX21 M3({T1, T2}, S[4], C);
endmodule
`timescale 1ns / 1ps
module RTST32(
    input [31:0] A,
    input [31:0] B,
    output [31:0] C
    );
	 wire overflow;
	 wire [4:0] SEL;
	 assign SEL = B[4:0];
	 wire [31:0] S;
	 or over(overflow, B[31], B[30], B[29], B[28], B[27], B[26], B[25], B[24], B[23], B[22], B[21], B[20], B[19], B[18], B[17], B[16], B[15], B[14], B[13], B[12], B[11], B[10], B[9], B[8], B[7], B[6], B[5]); 
    genvar i;
	 generate
	     for(i = 31; i >= 0; i = i - 1) begin
		     MUX321 M({{(i){1'b0}}, A[31:i]}, SEL, S[i]);
		  end
	 endgenerate
	 genvar j;
	 generate
	     for(j = 31; j >= 0; j = j - 1) begin
		     MUX21 N({1'b0, S[j]}, overflow, C[j]);
		  end
	 endgenerate
endmodule
==> flow/run.sh <==
#!/bin/bash
# OpenROAD 26Q1-2900-gdf79404cd8, Yosys 0.63+post, stock flow scripts
make -C /OpenROAD-flow-scripts/flow DESIGN_CONFIG=/design/flow/config.mk WORK_HOME=/design/flow/orfs finish
==> flow/config.mk <==
export PLATFORM = sky130hd
export DESIGN_NAME = RTST32
export DESIGN_NICKNAME = RTST32
export VERILOG_FILES = /design/flow/design.v
export SDC_FILE = /design/flow/constraint.sdc
export NUM_CORES = 4
export LEC_CHECK = 1
export CORE_AREA = 10 10 110 110
export DIE_AREA = 0 0 120 120
==> flow/constraint.sdc <==
current_design RTST32

set clk_period 4.1
set clk_io_pct 0.2

create_clock -name clk0 -period $clk_period

set non_clock_inputs [all_inputs -no_clocks]
set_input_delay [expr $clk_period * $clk_io_pct] -clock clk0 $non_clock_inputs
set_output_delay [expr $clk_period * $clk_io_pct] -clock clk0 [all_outputs]
==> CHANGELOG.md <==
## Flow update

- Vias in the first global route: 2159
- Largest net degree at the start of global routing: 31
- Share of post-route cells with drive strength above 1: 22.33%
- Min-Delay Path Class: in -> out
- Sequential cell count: 0
- Grt ovf: 0
- Setup ws final: 75.34 ps
- Slew @ Worst Pin: 493.4 ps
- RSZ-0062 raised after global routing: no
- Starting density of the core: 19.97%
- Ys cells: ~250
- GR Util All Layers: 9.782%
- Placer Congestion: 0.9401
- First-pass GRT wire length: 11.60 mm
- Status: completed
- Seq share, synth: 0%
- PwrDens: 92.86 mW/mm^2
- Final worst-path cycle share: 98.16%
- Filler cell count: slightly above 1000
- Die Width: about 120 um
- Site Rows: 36
- Final Hold Slack: 2840 ps
- Synth unique cells: approximately 42
- Antenna Nets Post-Route: 0
- Top Ports: 96
- Placement Setup Slack: around 63 ps
- Hold Violations, Final: 0
- Worst setup EP type: primary output
- Max Cap Viol: 0
- Post-route cell area: around 0.0029 mm^2
- Cell area after synthesis: 0.001952 mm^2
- Max_slew headroom: 66.98%
- Slew Limit Fails: 0
- Fin crit period: 4025 ps
- DR vias/cell: 4.701
- Post-DP HPWL: 6.573 mm
- WP data required: 3280 ps
- Die Size: 0.01440 mm^2
- Area growth, synth to finish: 50.51%
- F_max: roughly 250 MHz
- Final setup violation count: 0
- Max VDD drop: 30.82 uV
- FF/Latch Area: 0 um^2
- PortBufs: 96
- Yosys synthesis chip area: 0.001952 mm^2
- Static leakage: 0.001024 uW
- Combinational Area: ~0.0016 mm^2
- Detailed Routing Iterations Pass 1: 5
- Die Span Y: ~120 um
- Total power draw: roughly 270 uW
- Worst Setup Path Type: in -> out
- # diodes: 0
- Cells after synthesis: 253
- Crit path arrival time: 3200 ps
- Initial antenna violation count: 0
- CORE AREA: 0.009774 mm^2
- Drt total wl: 7.606 mm
- YS warnings: 0
- Placement Cell Area: 0.002884 mm^2
- Log Warnings: 32
- Clock buffers: 0
- Startpoint class of the critical path: input port
- Syn_area_per_cell: slightly below 8 um^2
- Initial DRC count: around 150
- Worst Path Max Fanout: 11
- Via count: 2120
- Residual DRC: 0
- Final TNS setup: 0 ps
- Routed len/inst: 16.86 um
through the flow:
step	instances	util (%)
5_1_grt	451	30.06
6_report	451	30.06
4_1_cts	450	29.51
3_3_place_gp	450	29.51
3_5_place_dp	450	29.51
2_1_floorplan	253	-
worst paths after layout:
check             start  slack (ps)    end  depth (start not counted)
setup / recovery  B[28]          80   C[2]                          7
hold / removal     B[0]        2840  C[25]                          6
worst max-delay path: stages:
cell and delay [ps]:
clkdlybuf4s50_1 400, nor4_1 300, nand2_1 190, or4b_4 600
buf_4 190, o22ai_1 210, clkdlybuf4s50_1 500
routing by layer:
| metal | share of wire, % | vias to the layer above | wire (um) | GRT usage [%] |
|---|---|---|---|---|
| li1 | - | 1066 | - | - |
| met1 | 44 | 967 | 3333 | 13.70 |
| met2 | 45 | 85 | 3444 | 15.10 |
| met3 | 10 | 2 | 791 | 3.141 |
| met4 | 0.47 | 0 | 36 | 0.5279 |
| met5 | 0 | - | 0 | 0 |
what timing repair did:
item / 4_1_cts / 5_1_grt
endpoints found under the setup margin: 0 / 12
setup buffers: 0 / 0
hold buffers: 0 / 0
resized: 0 / 7
endpoints found under the hold margin: 0 / 0
report_power, final:
| part | internal (uW) | total [uW] | switching [uW] |
|---|---|---|---|
| sequential | 0 | 0 | 0 |
| clock | 0 | 0 | 0 |
| combinational | 150 | 273 | 123 |
| total | 150 | 273 | 123 |
cells in the final DEF, fill, tap and decap left out, types with 3 or more instances in the layout:
cell,n
clkdlybuf4s50_1,95
mux2_2,25
mux2i_1,25
o22ai_1,23
nor2_1,23
nand2_1,20
buf_4,17
o21ai_0,15
mux4_2,9
nor4_1,6
o21ai_1,5
nand2b_1,4
or2_2,4
mux2i_2,4
nand3_1,4
nor3_2,3
Yosys cell counts, types with 2 or more instances:
master | n | area share [%]
o21ai_0 | 15 | 3.8
nand2b_1 | 4 | 1.3
nor3_2 | 2 | 1.0
buf_6 | 3 | 1.7
mux2_2 | 25 | 14
buf_2 | 8 | 2.1
buf_4 | 34 | 13
a21oi_1 | 2 | 0.51
a22oi_1 | 2 | 0.77
clkbuf_1 | 5 | 0.96
or3_1 | 2 | 0.64
o22a_1 | 2 | 0.90
o22ai_1 | 23 | 7.4
mux4_2 | 9 | 10
or2_2 | 4 | 1.3
a2bb2oi_1 | 2 | 0.90
inv_1 | 2 | 0.38
nor4_1 | 7 | 2.2
nand2_1 | 20 | 3.8
nor4b_1 | 2 | 0.90
nand3_1 | 4 | 1.0
nor2b_1 | 2 | 0.64
o21ai_1 | 5 | 1.3
nor2_1 | 23 | 4.4
mux2i_1 | 29 | 15
layout make-up:
type | instances | share of cell area, %
Inverter | 2 | 0.2555
Tap cell | 133 | 5.664
Multi-Input combinational cell | 200 | 54.73
Timing Repair Buffer | 116 | 39.35
kinds of logic (layout without fill, tap and decap cells):
group	Yosys count	count (layout)	share of synthesized area, %
AND-OR/OR-AND	57	57	18.27
AND/OR/NAND/NOR	78	78	20.96
multiplexers	65	65	41.79
buffers and inverters	53	118	18.97
Power figures rest on the tool's default switching activity, not on a simulated workload.
